## design.v

```verilog
`timescale 1ns/1ns
module root_restoring (d,load,clk,reset,q,r,busy,ready,count);
    input  [31:0] d;                                             
    input         load;                                          
    output reg    busy; output reg    ready;
    input         clk, reset;                                     
    output [15:0] q;                                             
    output [16:0] r;                                             
    output  [3:0] count;                                         
    reg    [31:0] reg_d;
    reg    [15:0] reg_q;
    reg    [16:0] reg_r;
    reg     [3:0] count;
    wire   [17:0] sub_out = {reg_r[15:0],reg_d[31:30]} - {reg_q,2'b1};  
    wire   [16:0] rem_out = sub_out[17]?                         
                    {reg_r[14:0],reg_d[31:30]} : sub_out[16:0];  
    assign q = reg_q;
    assign r = reg_r;
    always @(posedge clk or negedge reset) begin
        if (!reset) begin
            busy  <= 0; ready <= 0;
        end else begin
            if (load) begin
                reg_d <= d; reg_q <= 0; reg_r <= 0;
                busy  <= 1; ready <= 0; count <= 0;
            end else if (busy) begin
                reg_d <= {reg_d[29:0],2'b0};                     
                reg_q <= {reg_q[14:0],~sub_out[17]};             
                reg_r <= rem_out;
                count <= count + 4'b1;                           
                if (count == 4'hf) begin                         
                    busy  <= 0; ready <= 1;                      
                end
            end
        end
    end
endmodule
```

## run.sh

```bash
#!/bin/bash
# OpenROAD 26Q1-2900-gdf79404cd8, Yosys 0.63+post, stock flow scripts
make -C /OpenROAD-flow-scripts/flow DESIGN_CONFIG=/design/flow/config.mk WORK_HOME=/design/flow/orfs finish
```

## config.mk

```make
export PLATFORM = sky130hd
export DESIGN_NAME = root_restoring
export DESIGN_NICKNAME = root_restoring
export VERILOG_FILES = /design/flow/design.v
export SDC_FILE = /design/flow/constraint.sdc
export NUM_CORES = 4
export LEC_CHECK = 1
export CORE_UTILIZATION = 30
```

## constraint.sdc

```tcl
current_design root_restoring

set clk_period 5.7
set clk_io_pct 0.2

create_clock -name clk0 -period $clk_period [get_ports {clk}]

set non_clock_inputs [all_inputs -no_clocks]
set_input_delay [expr $clk_period * $clk_io_pct] -clock clk0 $non_clock_inputs
set_output_delay [expr $clk_period * $clk_io_pct] -clock clk0 [all_outputs]
```

==> reports/metrics.cfg <==
[status]
outcome = finished, final reports clean

[global_route]
grt_start_max_net_pins = 51
grt_overflow = 0
antenna_found_initial = 0
grt_pass1_vias = 2524
grt_use_total = 0.120
grt_pass1_wl_mm = 11.9

[drt]
drc_errors = 0
vias_per_cell = 4.65
num_vias = 2584
wl_per_cell_um = 13.2
drt-total-wl_mm = 7.35
detail_route.first_pass.iterations = 4
drtIter0Drc = 90
ant_nets = 0
n_antenna_cell = 0

[setup_path]
cpPeakStageDelay_ns = 0.50
endpoint_kind = flop
cp_slowest_cell = or3_1
critical_path_class = reg2reg
crit_family = simple AND/OR/NAND/NOR gates
worstPathRequired_ns = 5.76
start_kind = flop
crit_path_max_fanout = 13
arrival_ns = 3.02
cp_cell_sequence = ha_1 -> nand4_1 -> nor4_1 -> o21ai_1 -> and4b_1 -> or3_1 -> buf_4 -> mux2i_1 -> nor2_1
critPathBufInv = 1

[synthesis]
synth_flop_count = 71
synth_area_um2 = 3770
yosysUniqueCellTypes = 41
yosys_warnings = 1
synthArstFlopShare = 0.0282
synthCells = 306
yosys_cells = 306
avgSynthCellArea_um2 = 12.3
flop_cell = edfxtp_1
yosys-stat-area_um2 = 3770
yosysSeqAreaShare = 0.563
edf_count = 69

[sta]
fin_hold_ws_ns = 0.518
tightest_slew_ns = 0.675
rsz0062_at_grt = false
hold_violations = 0
final.setup.tns_ns = 0
finalCritPeriodShare = 0.519
setup_viol = 0
period_needed_ns = 2.96
max_slew_margin = 0.546
skew_ns = 0.00670
final_max_slew_viol_count = 0
fmax_ghz = 0.338

[layout]
fin_util = 0.411
fillers = 1169
drive_gt1_frac = 0.152
area_delta_synth_final_pct = 32.1

[flow_run]
drv_cap = 0
tool_warnings = 25

[power_and_ir_drop]
power_density_nw_per_um2 = 383
vdd_drop_max_mv = 0.181
leakagePower_nw = 1.88

[cts]
cts_tree = built
clock_path_buffers = 2
clk_pin_slew_ns = 0.06
holdBufCountCts = 0
cts_setup_buffers = 0
ctsResizeCount = 0
clock_sinks = 71
clock_latency_ns = 0.33
ctsRootBufferMaster = clkbuf_16
ctsHtreeMaxLevel = 3
cts_buffers = 9

[placed_design]
dp_hpwl_mm = 5.14
io_buffers = 73
place.gp.congestion = 0.818

[die]
die_width_um = 114
dieArea_um2 = 13000
row_count = 40
design.core.area_um2 = 12100
die_h_um = 114
pin_count = 74
initial_utilization = 0.311

[hold_path]
hp-class = reg2reg

where the power goes:
group          switching (W)  total (W)  leakage [nW]  internal, W
registers          0.0000407   0.000703         0.713     0.000662
logic               0.000308   0.000635          1.02     0.000327
clock network       0.000225   0.000568         0.151     0.000344
total               0.000573    0.00191          1.88      0.00133
cell families (layout without fill, tap and decap cells):
group           count (synthesis)  after routing  synth area share
fa+ha+maj                      17             17            0.0565
flops                          71             71             0.563
compound gates                 47             47            0.0834
simple gates                   83             83            0.0983
xor+xnor                       17             17            0.0395
mux                            44             44             0.127
buf+inv                        27            109            0.0319
flip-flops by register name (all words and copies together), names as in the netlist:
name   count
reg_r     17
reg_d     32
reg_q     16
busy       1
ready      1
count      4
layout by cell type (no fill, tap or decap), drive strengths merged, types with 5 or more instances in the layout:
cell type and instances:
nand2 12, a21oi 17, nor3 8, o21ai 8, xnor2 11, mux2i 14
xor2 6, mux2 30, clkdlybuf4s50 72, edfxtp 69, ha 17, and2 5
nor2 44, clkbuf 9, inv 20
path summary, 6_finish.rpt:
kind | slack, ns | end | depth (start not counted) | from
setup / recovery | 2.74 | reg_r[12] | 9 | reg_r[10]
hold / removal | 0.52 | ready | 2 | ready
setup reg to reg | 2.74 | reg_r[12] | 9 | reg_r[10]
hold reg to reg | 0.52 | ready | 2 | ready
max in group asynchronous | 4.58 | ready | 1 | reset
min in group asynchronous | 0.98 | busy | 1 | reset
cell usage after synthesis (all sizes together) (3+ instances only):
cell,count,area share
a211oi,4,0.012
mux2i,14,0.037
a21o,4,0.0086
nor3,8,0.011
and2,5,0.0083
o21ai,8,0.012
nand4,3,0.0050
nand3,3,0.0040
inv,17,0.017
nor2,44,0.044
a21oi,17,0.023
xnor2,11,0.026
ha,17,0.056
o21a,3,0.0060
buf,8,0.013
mux2,30,0.090
edfxtp,69,0.55
nand2,12,0.012
a31oi,3,0.0050
xor2,6,0.014
per-stage QoR:
step	std cells	total power (W)	setup slack [ns]	area, µm²
CTS	556	0.00193	2.72	4970
floorplan	306	0.00116	1.87	3770
finish	556	0.00191	2.74	4970
detailed placement	540	0.00135	2.45	4670
global route	556	0.00203	2.48	4970
global placement	540	0.00135	2.48	4670
tightest hold or removal path, stage by stage, from the launching register on:
cell	delay (ns)
dfrtp_1	0.35
a41oi_1	0.05
nor2_1	0.07
routing by layer:
metal / vias up / routed length [µm] / GRT usage
met5: - / 0 / 0
met4: 0 / 88 / 0.0156
met3: 6 / 446 / 0.0357
met2: 74 / 3370 / 0.183
met1: 1232 / 3450 / 0.183
li1: 1272 / - / -
final cells by class:
class	count	area, µm²	share of cell area
Clock buffer	9	225	0.0453
Tap cell	168	210	0.0423
Clock inverter	7	78.8	0.0158
Multi-Input combinational cell	208	1530	0.307
Sequential cell	71	2120	0.427
Timing Repair Buffer	76	748	0.150
Inverter	17	63.8	0.0128
Power figures rest on the tool's default switching activity, not on a simulated workload.
